==> config.mk <==
export PLATFORM = sky130hd
export DESIGN_NAME = STP
export DESIGN_NICKNAME = STP
export VERILOG_FILES = /design/flow/design.v
export SDC_FILE = /design/flow/constraint.sdc
export NUM_CORES = 4
export LEC_CHECK = 1
export CORE_UTILIZATION = 40
==> constraint.sdc <==
current_design STP

set clk_period 19.2
set clk_io_pct 0.2

create_clock -name clk0 -period $clk_period [get_ports {CLK}]

set non_clock_inputs [all_inputs -no_clocks]
set_input_delay [expr $clk_period * $clk_io_pct] -clock clk0 $non_clock_inputs
set_output_delay [expr $clk_period * $clk_io_pct] -clock clk0 [all_outputs]
==> design.v <==
module STP(
    input CLK, RST, fir_valid, 
    input signed [15:0] fir_d,
    output reg stp_valid,
    output reg signed [31:0] in_d0, in_d1, in_d2, in_d3, in_d4, in_d5, in_d6, in_d7,
    output reg signed [31:0] in_d8, in_d9, in_d10, in_d11, in_d12, in_d13, in_d14, in_d15
);
    reg [3:0] cnt;
    reg signed [31:0]  buf_data [0:15];  
    always @(posedge CLK or posedge RST) begin
        if (RST)
            cnt <= 0;
        else if (!fir_valid)      
            cnt <= 0;
        else 
            cnt <= cnt + 1;
    end
    always @(posedge CLK or posedge RST) begin
        if (RST) 
            stp_valid <= 0;
        else if (fir_valid && cnt == 15) 
            stp_valid <= 1;
        else 
            stp_valid <= 0;
    end
    always @(posedge CLK) begin
        if (fir_valid)
            buf_data[cnt] <= {{16{fir_d[15]}},fir_d}; 
    end
    always @(posedge CLK or posedge RST) begin
        if (RST) begin
            in_d0  <= 0;  in_d1  <= 0;
            in_d2  <= 0;  in_d3  <= 0;
            in_d4  <= 0;  in_d5  <= 0;
            in_d6  <= 0;  in_d7  <= 0;
            in_d8  <= 0;  in_d9  <= 0;
            in_d10 <= 0;  in_d11 <= 0;
            in_d12 <= 0;  in_d13 <= 0;
            in_d14 <= 0;  in_d15 <= 0;
        end else if (fir_valid && cnt == 15) begin
            in_d0  <= buf_data[0];  in_d1  <= buf_data[1];
            in_d2  <= buf_data[2];  in_d3  <= buf_data[3];
            in_d4  <= buf_data[4];  in_d5  <= buf_data[5];
            in_d6  <= buf_data[6];  in_d7  <= buf_data[7];
            in_d8  <= buf_data[8];  in_d9  <= buf_data[9];
            in_d10 <= buf_data[10]; in_d11 <= buf_data[11];
            in_d12 <= buf_data[12]; in_d13 <= buf_data[13];
            in_d14 <= buf_data[14]; in_d15 <= {{16{fir_d[15]}},fir_d};  
        end
    end
endmodule
==> run.sh <==
#!/bin/bash
# OpenROAD 26Q1-2900-gdf79404cd8, Yosys 0.63+post, stock flow scripts
make -C /OpenROAD-flow-scripts/flow DESIGN_CONFIG=/design/flow/config.mk WORK_HOME=/design/flow/orfs finish
==> run summary <==
fresh numbers from the pnr run: outcome=finished, final reports clean, Achievable Freq=157 MHz, Netlist Area Pre-Place=19900 um2, Distinct lib cells used=20, Max Cap Violations=0, # port buffers=531, clk buf depth=3, # fillers=3928, Placer Congestion=0.787, worst hold-check path type=flop to flop, Rows=81, most frequent cells in the layout=clkdlybuf4s50_1 (531), dfrtp_1 (261), edfxtp_1 (240), Final Slew Violations=0, Post-Synthesis Cells=1083, Post-CTS Setup Bufs=0, Slew headroom=45.5%, Vias=9284, yosys warns=1, Tmin final=6370 ps, unrepaired setup endpoints after global routing=no, Util after Layout=52.9%, Crit Path Class=primary input to flop, clock skew=28.2 ps, setup tns final=0 ps, clock root cell=clkbuf_16, # DRC=0, pin count of the biggest net entering global routing=89, leak pwr=0.0112 uW, final wirelength=44500 um, Hold-fix buffers, CTS=0, die height=225 um, yosys cell count=1083, die area=50700 um2, drt first-iter violations=354, Vias/cell=4.36, number of iterations in the first detailed-routing pass=4, hpwl dp=27600 um, fin crit share=33.2%, Max IR drop VDD=0.0724 mV, Cell Pwr Density=85.0 nW/um2, Pwr Total=2210 uW, n_diodes=0, Final Hold Fails=0, H-tree depth=2, drt wl/cell=20.9 um, initial antenna violation count=1, io pins=532, most numerous logic cell after layout=clkdlybuf4s50_1, Critical Path AT=6840 ps, CP max FO=49, Post-synth seq share=69.0%, chip width=225 um, startpoint types=primary input, Inserted Clock Buffers=53, Largest register FFs=240, Yosys Chip Area=19900 um2, grt ovf=0, number of global-route vias before repair=9147, WHS=454 ps, gr usage total=18.4%, FP Util=40.6%, CTS tree=yes, CTS Sinks=501, Synth-to-Final Area Change=30.3%, first-pass GRT wire length=63300 um, number of OpenROAD warnings=28, Worst Setup End Kind=flop, Final Setup Violations=0, Reg with most FFs=buf_data, Registers, synthesis=501, Clock transition at path regs=60 ps, clk latency of the worst-skew pair=600 ps, layout cell share with drive strength beyond 1=26.6%, Core ar.=49100 um2, Final ANT Viol Nets=0, Slew @ Worst Pin=812 ps, crit path DRT=19670 ps, syn avg cell area=18.4 um2, post-cts sizing count=0
==> critical path: stages <==
cell and delay [ps]:
clkdlybuf4s50_1 580, nand4_4 530, buf_4 740, buf_4 660, mux2_2 410
==> power by group <==
part	internal (uW)	switching, uW	total (uW)	leakage (uW)
Clock	606	415	1020	0.000867
Sequential	1140	2.92	1140	0.00581
Combinational	10.5	36.0	46.4	0.00450
==> routing by layer <==
metal	GRT usage (%)	up-vias	wire length, um
met3	7.45	63	4420
met5	0	-	9
li1	-	4236	-
met1	28.5	4598	18900
met4	3.38	2	916
met2	26.4	385	20300
==> cell families (layout without fill, tap and decap cells) <==
group         after synthesis  count (layout)  synth area share (%)
fa+ha+maj                   4               4                 0.251
xor+xnor                    1               1                0.0440
flops                     501             501                  69.0
mux                       257             257                  18.7
buf+inv                   291             674                  11.3
simple gates               29              29                 0.741
==> synth_stat cells, drive strengths merged <==
cell type / instances / area, um2
buf: 287 / 2240
nor2: 11 / 41.3
and2: 2 / 12.5
ha: 4 / 50.1
nor2b: 1 / 6.26
mux2: 256 / 3710
nand3: 1 / 5.00
nand4: 1 / 21.3
nand2: 6 / 22.5
dfrtp: 261 / 6530
inv: 4 / 15.0
nand2b: 3 / 18.8
edfxtp: 240 / 7210
xor2: 1 / 8.76
mux2i: 1 / 10.0
nor3: 4 / 20.0
==> worst paths after layout <==
check                          startpoint          to  slack (ps)  cells after the start
max reg2reg                        cnt[0]    in_d2[7]       16050                      5
min reg2reg                buf_data[3][6]    in_d3[6]         450                      1
max                             fir_valid    in_d2[7]       12830                      5
max in group asynchronous             RST    in_d9[9]       13270                      5
min                        buf_data[3][6]    in_d3[6]         450                      1
min in group asynchronous             RST  in_d11[15]        3740                      2
==> cell type report <==
cell class                 instances  area, um2  area share (%)
sequential                       501      13700            52.9
timing repair buffer             571       5630            21.7
multi-input combinational        291       3970            15.3
clock buffer                      68       1460            5.64
tap                              664        831            3.20
clock inverter                    31        303            1.17
inverter                           4       22.5          0.0868
==> metrics by stage <==
| stage | setup WS [ps] | cells | cell area, um2 |
|---|---|---|---|
| floorplan | 8180 | 1083 | 19900 |
| global placement | 12280 | 2031 | 24200 |
| detailed placement | 12240 | 2031 | 24200 |
| CTS | 12870 | 2130 | 26000 |
| global route | 12680 | 2130 | 26000 |
| finish | 12830 | 2130 | 26000 |
Power and IR drop assume default switching activity.
